## flow/design.v

```verilog
package ethernet_header_pkg;
   typedef struct      packed {
      logic [1:0][7:0] eth_type_length;
      logic [5:0][7:0] mac_source;
      logic [5:0][7:0] mac_destination;
   } ethernet_header;
endpackage
`timescale 1ns / 1ps
module dc_removal
  #(
    parameter DATA_WIDTH = 32
    )
   (
    input                   clk,
    input                   rst,
    input                   clk_en,
    input [DATA_WIDTH-1:0]  s_axis_data_tdata,
    output [DATA_WIDTH-1:0] m_axis_data_tdata
    );
   localparam a_coeff_num = 973;
   localparam a_coeff_denom_pow2 = 10;
   logic signed [DATA_WIDTH-1:0] x_data;
   logic signed [DATA_WIDTH-1:0] y_data;
   logic signed [DATA_WIDTH-1:0] f_data;
   logic signed [DATA_WIDTH-1:0] f_data_q;
   logic signed [DATA_WIDTH-1:0] f_data_q_multa;
   assign x_data = s_axis_data_tdata;
   assign f_data = x_data + f_data_q_multa;
   assign f_data_q_multa = f_data_q*a_coeff_num >>> a_coeff_denom_pow2;
   assign y_data = f_data - f_data_q;
   always_ff@(posedge clk) begin
      if (rst) begin
         f_data_q <= 0;
      end
      else if (clk_en) begin
         f_data_q <= f_data;
      end
   end
   assign m_axis_data_tdata = y_data;
endmodule
```

## flow/constraint.sdc

```tcl
current_design dc_removal

set clk_period 30.7
set clk_io_pct 0.2

create_clock -name clk0 -period $clk_period [get_ports {clk}]

set non_clock_inputs [all_inputs -no_clocks]
set_input_delay [expr $clk_period * $clk_io_pct] -clock clk0 $non_clock_inputs
set_output_delay [expr $clk_period * $clk_io_pct] -clock clk0 [all_outputs]
```

## flow/config.mk

```make
export PLATFORM = sky130hd
export DESIGN_NAME = dc_removal
export DESIGN_NICKNAME = dc_removal
export VERILOG_FILES = /design/flow/design.v
export SDC_FILE = /design/flow/constraint.sdc
export NUM_CORES = 4
export LEC_CHECK = 1
export CORE_UTILIZATION = 40
export SYNTH_HDL_FRONTEND = slang
```

## flow/run.sh

```bash
#!/bin/bash
# OpenROAD 26Q1-2900-gdf79404cd8, Yosys 0.63+post, stock flow scripts
make -C /OpenROAD-flow-scripts/flow DESIGN_CONFIG=/design/flow/config.mk WORK_HOME=/design/flow/orfs finish
```

==> out/metrics.yaml <==
sta:
  fin_skew_ns: 0.00240
  slew_violations: 0
  tightestPinTransition_ns: 0.769
  max_freq_ghz: 0.0559
  tns_ns: 0
  maxSlewHeadroom_pct: 48.1
  setup_viol: 0
  rsz0062_at_grt: "no"
  period_needed_ns: 17.89
  finalCritPeriodShare_pct: 58.3
  holdWs_ns: 0.536
  finalHoldViolations: 0
die:
  initCoreUtil_pct: 41.3
  row_count: 55
  io_pins: 67
  chip_area_um2: 24300
  dieWidth_um: 156
  die_h_um: 156
  coreArea_um2: 22900
critical_path:
  start_kind: "input port"
  path_cells: "clkdlybuf4s50_1, ha_1, inv_1, fa_1, nor2b_1, o21a_1, o21ai_0, a311oi_1, o21ai_0, a21boi_0, o21a_1, nor2_1, xnor2_1, ha_1, a21o_1, a21o_1, a21oi_1, o211ai_1, a31o_1, a211oi_2, o21bai_1, or4_1, nand3_1, clkdlybuf4s50_1"
  cp_slowest_cell: "a311oi_1"
  arrival_ns: 11.75
  path_class: "in -> out"
  path_max_fanout: 6
  r2r_slack_ns: 22.53
  required_ns: 24.56
  path_delay_family: "AND-OR/OR-AND gates"
  path_buffers: 3
  r2r_start: "f_data_q[6]"
  rr_worst_depth: 29
  end_kind: "primary output"
  max_stage_delay_ns: 0.55
  reg2reg_to: "f_data_q[30]"
  path_depth: 24
detailed_routing:
  vias: 7314
  wl_per_cell_um: 14.8
  diodes: 0
  drt_first_pass_iters: 6
  ant_nets: 0
  wl_um: 21900
  drt-initial-drc-count: 160
  viasPerCell: 4.95
  drc_errors: 0
yosys:
  ys.flops: 32
  synth.distinct_cells: 71
  syn_area_per_cell_um2: 8.58
  postSynth.asyncResetShare_pct: 0
  ys.flop_type: "dfxtp_1"
  edf_count: 0
  synth_area_um2: 9460
  ys_cells: 1103
  synthCells: 1103
  yosysWarnings: 0
  ys_area_um2: 9460
  ys_seq_share_pct: 6.77
clocking:
  cts_buffers: 5
  cts_root_buf: "clkbuf_16"
  cts_tree: "done"
  cts_hold_buf: 0
  cts_resized: 0
  clk_pin_slew_worst_paths_ns: 0.05
  post_cts_buffers: 0
  clkLatencyLatePin_ns: 0.28
  cts_sinks: 32
  cts_buffer_depth: 2
  htree_levels: 2
place:
  gp_congestion: 0.928
  place_area_um2: 10500
  dp.cells: 1471
  io_buffers: 66
  dpl.hpwl_um: 19500
global_routing:
  first_global_vias: 7203
  grt_overflow: 0
  grt_use_met1_pct: 26.5
  gr-max-usage-layer: "met2"
  grtUsageMet2_pct: 35.4
  grt_start_max_net_pins: 41
  grt_usage_pct: 19.7
  use_met3_pct: 2.09
  antenna_found_initial: 0
  grt_pass1_wl_um: 36000
cells_and_area:
  largest_reg_flops: 32
  final_cells: 1479
  reg_top3: "f_data_q: 32 flops"
  stdcell_area_um2: 10600
  n_fill_cell: 2222
  drive_above_1_share_pct: 2.92
  top_register: "f_data_q"
  syn_to_final_growth_pct: 12.6
min_path:
  hp-class: "reg -> reg"
  hp-start: "f_data_q[31]"
  min_to: "f_data_q[31]"
  whs_path_depth: 2
job:
  cap_viol_max_count: 0
  warnings: 33
status:
  status: "complete, no violations"
## cell usage after synthesis, drive strengths merged, types with 8 or more instances
cell type	number	area share, %
xnor2	69	6.4
xor2	32	3.0
a21oi	50	2.7
nor3	14	0.74
nor2	76	3.0
a211oi	9	0.77
o21ai	38	2.1
inv	242	9.6
o21a	21	1.7
nor2b	10	0.66
nand3	16	0.85
dfxtp	32	6.8
clkbuf	10	0.40
nand2	29	1.2
fa	101	21
mux2i	24	2.5
o211ai	8	0.69
ha	172	23
a21o	42	3.3
## worst min-delay path, stage by stage, from the launching register on
cell,delay [ns]
dfxtp_1,0.33
nor2_1,0.11
a211oi_1,0.05
## per-stage QoR
step,util [%],worst slack (ns)
final,46.5,12.81
after detailed placement,45.7,12.81
after floorplan,-,14.42
after global routing,46.5,12.37
after CTS,46.5,12.80
after global placement,45.7,12.88
## layout by cell type (no fill, tap or decap), types with 7 or more instances in the layout
cell             netlist  final
o21ai_0               34     34
dfxtp_1               32     32
inv_1                242    242
o21a_1                21     21
a211oi_1               8      8
o21bai_1               7      7
fa_1                 101    101
o211ai_1               7      7
nor2b_1               10     10
nor2_1                76     76
nor3_1                14     14
nand3_1               16     16
nand2_1               29     29
a21oi_1               49     49
nand4_1                7      7
mux2i_1               24     24
xnor2_1               69     69
a21o_1                41     41
clkdlybuf4s50_1        0     65
ha_1                 172    172
xor2_1                32     32
## routing by layer
| layer | vias to the layer above | wire (µm) |
|---|---|---|
| li1 | 3803 | - |
| met1 | 3395 | 9800 |
| met2 | 94 | 11200 |
| met3 | 22 | 549 |
| met4 | 0 | 384 |
| met5 | - | 0 |
## layout make-up
class	instances	area, µm²	share of cell area (%)
clock buffers	7	153	1.43
multi-input cells	816	7850	73.8
inverters	242	908	8.53
clock inverters	1	30.0	0.282
well taps	313	392	3.68
repair buffers	68	671	6.30
flip-flops and latches	32	641	6.02
## cells by family (layout without fill, tap and decap cells)
logic type	count (synthesis)	count (layout)	share of synthesized area, %
adders and majority gates	273	273	44.1
buffers and inverters	255	318	10.2
AOI/OAI and AO/OA	225	225	17.0
and+or+nand+nor	192	192	9.74
xor gates and xnor gates	102	102	9.59
DFF	32	32	6.77
muxes	24	24	2.54
## worst max-delay path by stage
| stage | startpoint | to |
|---|---|---|
| CTS | s_axis_data_tdata[0] | m_axis_data_tdata[28] |
| global route | s_axis_data_tdata[0] | m_axis_data_tdata[28] |
| finish | s_axis_data_tdata[0] | m_axis_data_tdata[28] |
